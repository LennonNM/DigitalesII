$ cat run.sh
#!/bin/bash
# OpenROAD 26Q1-2900-gdf79404cd8, Yosys 0.63+post, stock flow scripts
make -C /OpenROAD-flow-scripts/flow DESIGN_CONFIG=/design/flow/config.mk WORK_HOME=/design/flow/orfs finish
$ cat config.mk
export PLATFORM = sky130hd
export DESIGN_NAME = verificador
export DESIGN_NICKNAME = verificador
export VERILOG_FILES = /design/flow/design.v
export SDC_FILE = /design/flow/constraint.sdc
export NUM_CORES = 4
export LEC_CHECK = 1
export CORE_AREA = 10 10 70 70
export DIE_AREA = 0 0 80 80
$ cat constraint.sdc
current_design verificador

set clk_period 1.6
set clk_io_pct 0.2

create_clock -name clk0 -period $clk_period

set non_clock_inputs [all_inputs -no_clocks]
set_input_delay [expr $clk_period * $clk_io_pct] -clock clk0 $non_clock_inputs
set_output_delay [expr $clk_period * $clk_io_pct] -clock clk0 [all_outputs]
$ cat design.v
  `timescale 1ns/1ps
module verificador (CLK, Qe, Qc, ALERTA);
  input CLK;
  input [31:0] Qe, Qc;
  integer tCLK;
  output reg ALERTA;
  always @ ( posedge CLK ) begin
    #48 tCLK <= 1'b1;
  end
  always @ ( tCLK ) begin
    if (Qe != Qc) begin
      ALERTA <= 1'b1;
      end else begin
      ALERTA <=1'b0;
      end
      tCLK <= 1'b0;
  end
endmodule  
==> out/qor.csv <==
metric,value,unit
status,finished with violations,
failing checks,negative setup slack,
Die Size,6400,um^2
wire length per cell,12.20,um
Crit Path Category,input port to output pin,
setup TNS,-0.001368,ns
number of max-cap violations,0,
Required @ worst endpoint,1.28,ns
hold_ws,1.146,ns
Final Worst Setup Slack,-0.001368,ns
CP max stage delay,0.25,ns
Final ANT Viol Nets,0,
yosys warns,1,
fin area,988.4,um^2
Vias/cell,3.568,
Comb power frac,100.0,%
post-synthesis average cell area,8.060,um^2
Flop pwr share,0,%
total tool warning count,35,
registers,0,
fill count,404,
Placed Area,1062,um^2
Total GRT Usage,5.476,%
"Seq share, synth",0,%
Antenna diodes,0,
clock group share of total power,0,%
Die W,80,um
sw power,0.06825,mW
GP Congestion,0.8462,
global-route wire length before repair,2898,um
Cell Rows,21,
Final Max Tran Viols,0,
layout cells sized above 1,39.45,%
Pre-antenna DRT Iters,2,
Yosys Instances,43,
Bufs and invs on worst path,2,
Worst VDD drop,75.86,uV
crit path capture type,output pin,
"Largest delay share family, worst path",simple AND/OR/NAND/NOR gates,
"Chip Area, Yosys",346.6,um^2
vias in the first global route,656,
WL final,1891,um
Hold Fails Final Rpt,0,
gate count after technology mapping,43,
drt initial violations,1,
Highest Clock Rate,624.5,MHz
DR vias,553,
initial core utilization,10.15,%
crit path max fanout,1,
DRC Markers,0,
Internal,0.1500,mW
Netlist cell types,4,
CTS Hold Bufs,0,
maximum number of pins on one net before global-route repair,2,
register area,0,um^2
DIE HEIGHT,80,um
Crit path arrival time,1.28,ns
worst min-delay path class,input port to output pin,
Startpoint Class,input port,
# port buffers,65,
RSZ-0062 raised after global routing,yes,
GRT Residual Overflow,0,
initial antenna violation count,0,
"Cell Chain, Critical Path",dlygate4sd2_1 > xnor2_1 > nand4_1 > nor4_2 > nand2_1 > buf_2,
"Cell Area, Synth",346.6,um^2
sw frac,31.27,%
post-layout minimum cycle time,1.601,ns
period utilization,100.1,%
Area Overhead vs Synth,185.2,%
PwrDens,220.8,nW/um^2
core box area,3416,um^2
slowest CP cell,nor4_2,
IO Pins,66,
count of final setup violators,1,
Clock buffer cells,0,
Leak Pwr,0.4265,nW
Rel. slew slack,86.02,%
worst slew pin tran,0.2079,ns
==> placed cells by master (no fill, tap or decap) <==
cell type / n
nor4_2: 2
clkbuf_2: 5
buf_4: 1
buf_6: 9
clkdlybuf4s15_1: 8
buf_2: 19
xnor2_2: 7
nand2_1: 1
xnor2_1: 25
nand4_1: 8
dlygate4sd2_1: 24
==> worst paths after layout <==
| path | from | to | slack, ns | depth (start not counted) |
|---|---|---|---|---|
| hold / removal | Qe[29] | ALERTA | 1.15 | 7 |
| setup / recovery | Qe[14] | ALERTA | -0.001 | 6 |
==> power groups by stage <==
stage | Combinational, mW | Clock [mW] | Sequential [mW]
6_report | 0.218 | 0 | 0
5_1_grt | 0.240 | 0 | 0
4_1_cts | 0.217 | 0 | 0
==> area by class of cell <==
| cell class | count | area, um^2 | area share (%) |
|---|---|---|---|
| timing repair buffer | 66 | 519.2 | 52.53 |
| multi-input combinational | 43 | 411.6 | 41.65 |
| tap | 46 | 57.56 | 5.823 |
==> cells by family after synthesis <==
| kind of cell | count (synthesis) | share of synthesized area [%] |
|---|---|---|
| xor gates and xnor gates | 32 | 80.87 |
| and+or+nand+nor | 11 | 19.13 |
==> repair_timing <==
item / CTS / global route
buffers inserted: 0 / 0
pin swaps: 42 / 13
resized: 162 / 12
cloned: 0 / 0
setup endpoints to repair: 1 / 1
==> synthesized netlist by cell type (all sizes together) <==
cell | number | share of area (%)
nand2 | 1 | 1.1
nor4 | 2 | 3.6
nand4 | 8 | 14
xnor2 | 32 | 81
==> metrics by stage <==
step | power [mW] | worst slack (ns) | utilization, % | std cells
global route | 0.2395 | -0.1104 | 28.94 | 155
global placement | 0.2504 | -0.8226 | 31.10 | 155
detailed placement | 0.2538 | -0.7765 | 31.10 | 155
CTS | 0.2170 | -0.02009 | 28.83 | 155
floorplan | 0.07659 | 0.4347 | - | 43
finish | 0.2182 | -0.001368 | 28.94 | 155
==> metal layers <==
layer  routed length [um]  track usage (%)
met2                  611            7.945
met3                  382            3.864
met4                    0                0
met1                  897            6.869
met5                    0                0
Power and IR drop assume default switching activity.
