### flow/design.v
module reg_con(Q, S_OUT, CLK, ENB, DIR, S_IN, MODO, D);
    input CLK, ENB, DIR, S_IN;
    input [1:0] MODO;
    input [3:0] D;
    output reg [3:0] Q;
    output reg S_OUT;
	  reg [1:0] MODO_TEMP;
  initial begin
    Q[3:0] <= 0;
  end
always @(MODO) begin
        if (ENB == 1'b1) begin
			        MODO_TEMP <= MODO;
          end
		    else begin
			        MODO_TEMP <= MODO_TEMP;
        end
  end
  always @(posedge CLK) begin
      case (MODO_TEMP)
        2'b0:  
             if (DIR == 1'b0) begin
                  Q <= {Q[2:0],S_IN};
                  S_OUT <= Q[3];
              end
              else begin  
                  Q <= {S_IN,Q[3:1]};
                  S_OUT <= Q[0];
              end
        2'b1:  
             if (DIR == 1'b0) begin
			            Q <= {Q[2:0],Q[3]};
              end
	    	    	else begin  
                  Q <= {Q[0],Q[3:1]};
              end
        2'b10:  
             Q[3:0] <= D[3:0];
      endcase
	end
endmodule
module  mux_con(din_0, din_1 , d, out);
    input din_0, din_1, d;
    output reg out;
    always @ ( * ) begin
      out <= (d) ? din_1 : din_0;
    end
endmodule
module  mux4_con(din_0, din_1, din_2, din_3, d, m, out);
    input din_0, din_1, din_2, din_3, d;
    input [1:0] m;
    output wire out;
    assign out = (m[0]) ? (d) ? din_3 : din_2 : (d) ? din_1 : din_0;
endmodule
module reg_conductual(Q32, S_OUT32, CLK32, ENB32, DIR32, S_IN32, MODO32, D32);
    input CLK32, ENB32, DIR32, S_IN32;
    input [1:0] MODO32;
    input [31:0] D32;
    output [31:0] Q32;
    output S_OUT32;
    wire wR1Q0, wR1Q3, wR2Q0, wR2Q3, wR3Q0, wR3Q3, wR4Q0;
    wire wR4Q3, wR5Q0, wR5Q3, wR6Q0, wR6Q3, wR7Q0, wR7Q3;
    wire wR8Q0, wR8Q3;
    wire wR1SIN, wR2SIN, wR3SIN, wR4SIN, wR5SIN;
    wire wR6SIN, wR7SIN, wR8SIN;
    wire wS_OUT32, wCLK32, wENB32, wDIR32, wS_IN32;
    wire [31:0] wQ32, wD32;
    wire [1:0] wMODO32;
    assign Q32[31:0] = wQ32[31:0];
    assign S_OUT32 = wS_OUT32;
    assign wCLK32 = CLK32;
    assign wENB32 = ENB32;
    assign wDIR32 = DIR32;
    assign wS_IN32 = S_IN32;
    assign wMODO32 = (MODO32[1])?MODO32:2'b0;  
    assign wD32 = D32;
    assign wR8Q0 = wQ32[0];
    assign wR8Q3 = wQ32[3];
    assign wR7Q0 = wQ32[4];
    assign wR7Q3 = wQ32[7];
    assign wR6Q0 = wQ32[8];
    assign wR6Q3 = wQ32[11];
    assign wR5Q0 = wQ32[12];
    assign wR5Q3 = wQ32[15];
    assign wR4Q0 = wQ32[16];
    assign wR4Q3 = wQ32[19];
    assign wR3Q0 = wQ32[20];
    assign wR3Q3 = wQ32[23];
    assign wR2Q0 = wQ32[24];
    assign wR2Q3 = wQ32[27];
    assign wR1Q0 = wQ32[28];
    assign wR1Q3 = wQ32[31];
  mux_con mOUT(wR1Q3, wR8Q0, wDIR32, wS_OUT32);
	reg_con reg1(wQ32[31:28], , wCLK32, wENB32, wDIR32, wR1SIN, wMODO32, wD32[31:28]);
  mux4_con m1(wR2Q3, wS_IN32, wR2Q3, wR8Q0, wDIR32, MODO32, wR1SIN);
  reg_con reg2(wQ32[27:24], , wCLK32, wENB32, wDIR32, wR2SIN, wMODO32, wD32[27:24]);
  mux_con m2(wR3Q3, wR1Q0, wDIR32, wR2SIN);
  reg_con reg3(wQ32[23:20], , wCLK32, wENB32, wDIR32, wR3SIN, wMODO32, wD32[23:20]);
  mux_con m3(wR4Q3, wR2Q0, wDIR32, wR3SIN);
  reg_con reg4(wQ32[19:16], , wCLK32, wENB32, wDIR32, wR4SIN, wMODO32, wD32[19:16]);
  mux_con m4(wR5Q3, wR3Q0, wDIR32, wR4SIN);
  reg_con reg5(wQ32[15:12], , wCLK32, wENB32, wDIR32, wR5SIN, wMODO32, wD32[15:12]);
  mux_con m5(wR6Q3, wR4Q0, wDIR32, wR5SIN);
  reg_con reg6(wQ32[11:8], , wCLK32, wENB32, wDIR32, wR6SIN, wMODO32, wD32[11:8]);
  mux_con m6(wR7Q3, wR5Q0, wDIR32, wR6SIN);
  reg_con reg7(wQ32[7:4], , wCLK32, wENB32, wDIR32, wR7SIN, wMODO32, wD32[7:4]);
  mux_con m7(wR8Q3, wR6Q0, wDIR32, wR7SIN);
  reg_con reg8(wQ32[3:0], , wCLK32, wENB32, wDIR32, wR8SIN, wMODO32, wD32[3:0]);
  mux4_con m8(wS_IN32, wR7Q0, wR1Q3, wR7Q0, wDIR32, MODO32, wR8SIN);
endmodule
### flow/config.mk
export PLATFORM = sky130hd
export DESIGN_NAME = reg_conductual
export DESIGN_NICKNAME = reg_conductual
export VERILOG_FILES = /design/flow/design.v
export SDC_FILE = /design/flow/constraint.sdc
export NUM_CORES = 4
export LEC_CHECK = 1
export CORE_UTILIZATION = 30
### flow/run.sh
#!/bin/bash
# OpenROAD 26Q1-2900-gdf79404cd8, Yosys 0.63+post, stock flow scripts
make -C /OpenROAD-flow-scripts/flow DESIGN_CONFIG=/design/flow/config.mk WORK_HOME=/design/flow/orfs finish
### flow/constraint.sdc
current_design reg_conductual

set clk_period 1.4
set clk_io_pct 0.2

create_clock -name clk0 -period $clk_period [get_ports {CLK32}]

set non_clock_inputs [all_inputs -no_clocks]
set_input_delay [expr $clk_period * $clk_io_pct] -clock clk0 $non_clock_inputs
set_output_delay [expr $clk_period * $clk_io_pct] -clock clk0 [all_outputs]
==> notes.md <==
impl run done, here's what came out: status finished, final reports clean, critical path peak fanout 2, 1st-iter DRT viols roughly 150, Hold Crit Class input pin to register, PortBufs ~70, Die Y roughly 86 µm, Critical Path RT approximately 1100 ps, Syn Std Cell Area about 0.0021 mm², Worst-Margin Slew 523 ps, Post-Synth Adder-Cell Area 0.0179, Filler cells 624, first-pass GRT wire length ~9200 µm, met1 usage 0.265, Max Cap Viol 0, cts hold-fix bufs 0, crit path DAT between 1000 and 1500 ps, Max clock buf depth 2, DP Area 0.00279 mm², ys cells between 150 and 200, drt first pass iters 4, Max-slew headroom 0.651, FF-to-FF setup slack approximately 60 ps, fp util 0.310, maximum number of pins on one net before global-route repair 27, via/cell ratio between 4 and 5, R2R Path End reg8.Q[0], GP Congestion around 0.81, Final Cycle Share 0.976, Die W between 80 and 90 µm, logic area just under 900 µm², Final Hold Fails 0, register pins left without a clock 2, worst reg2reg path depth 4, CP Cell Sequence mux2_4 -> buf_2, CP startpoint reg1.Q[3], endpoints left unconstrained 34, GRT busiest layer met2, core area a little under 0.007 mm², root buffer cell clkbuf_8, CTS tree done, slowest stage cell, crit path edfxtp_1, most common cell in the synthesized netlist nand2_1, YS warnings 2, f_max between 700 and 800 MHz, Post-synth EDFFs 32, FF/Latch Area approximately 990 µm², Final Critical Period roughly 1400 ps, Top logic family AND-OR/OR-AND gates, die area between 0.007 and 0.008 mm², Reg2Reg Launch Point reg8.Q[3], Tool Warnings 28, vias in the first global route between 1500 and 2000, Synth flops 34, Worst-path clk slew ~70 ps, Lkg Pwr approximately 1.5 nW, initial antenna violation count 0, Synth top area share 0.459, syn avg cell area roughly 11 µm², Layout area overhead 49.8%, synth top area cells edfxtp_1 (46%), mux2i_1 (8.6%), buf_4 (6.5%), power per cell area 841 mW/mm², Syn Inst Count 194, yosys synthesis chip area 0.00209 mm², Clock Skews 12.5 ps, H-Tree Depth 2, met2 GRT Util 0.267, final setup fails 0, top post-synthesis cells by count nand2_1 (33), edfxtp_1 (32), o21ai_0 (23), buf_4 (18), mux2i_1 (18), ys flop type edfxtp_1, CP peak stage delay around 400 ps, # rows 30, Post-Synth AOI/OAI Area 0.170, met3 Use GR 0.0371, yosys xor share 0, post-synth top area cell edfxtp_1, Slew Limit Fails 0, Inserted Diodes 0, IO Count ~70, MUX area fraction 0.111, DP HPWL ~3800 µm, CTS Buf Count 5, cell area after layout ~0.0031 mm², Worst Setup EP S_OUT32, RSZ-0062 raised after global routing yes, VDD IR max between 0.2 and 0.3 mV, share of layout cells above drive strength 1 0.207, vias after detailed routing 1789, Final Util 0.464, critical path launch point type register, GR Overflow Total 0, Cell variety after synth 32, Post-DRT Antenna Nets 0, mean routed wirelength per cell roughly 16 µm, Routed WL between 5000 and 6000 µm, Total Routing Usage GR 0.170, clk ins delay skew pair 290 ps, crit path kind register to primary output, ys async rst share 0, Basic Gates by Area 0.118, Crit. End Element primary output, Residual DRC 0
layout by cell type, fill, tap and decap left out, types with 2 or more instances in the layout:
cell	Yosys	routed
buf_4	18	36
o21ai_0	23	22
clkdlybuf4s50_1	0	37
o211ai_1	2	2
clkbuf_8	0	5
nand2_1	33	33
nor2_1	3	3
a221o_1	7	7
a221oi_2	2	2
buf_12	0	3
nand2b_1	7	7
dlxtp_1	2	2
a21oi_1	8	8
dlygate4sd2_1	0	16
inv_1	3	3
mux2_4	2	4
o2bb2ai_1	2	2
mux2i_1	18	18
buf_6	5	3
ha_1	3	3
o22ai_1	3	3
nand3_1	3	3
edfxtp_1	32	32
a22oi_1	2	2
dlymetal6s2s_1	0	15
buf_2	4	2
layer usage:
metal / share of wire / vias to the layer above / wire [µm]
met5: 0 / - / 0
li1: - / 883 / -
met4: 0.0088 / 0 / 51
met2: 0.46 / 60 / 2670
met1: 0.47 / 840 / 2740
met3: 0.063 / 6 / 369
worst min path at each step:
stage / start / end / slack, ps / depth (start not counted)
finish: DIR32 / reg1.Q[3] / 570 / 4
global route: DIR32 / reg1.Q[3] / 630 / 4
CTS: DIR32 / reg1.Q[3] / 590 / 4
logic make-up (layout without fill, tap and decap cells):
| kind of cell | after synthesis | after routing |
|---|---|---|
| AND-OR/OR-AND | 53 | 53 |
| multiplexers | 22 | 22 |
| flip-flops | 32 | 32 |
| latches | 2 | 2 |
| adder cells (fa/ha/maj) | 3 | 3 |
| buffers and inverters | 31 | 122 |
| AND/OR/NAND/NOR | 51 | 51 |
worst max-delay path: cells and delay by family, from the launching register on:
kind / cells / cell delay, ps
buf+inv: 1 / 110
flops: 1 / 410
mux: 1 / 280
report_power, final:
| group | internal [mW] | switching (mW) |
|---|---|---|
| Clock | 0.338 | 0.347 |
| Combinational | 0.462 | 0.251 |
| Sequential | 1.18 | 0.0594 |
| Total | 1.98 | 0.657 |
stage by stage:
| stage | worst slack [ps] | cells | total power [mW] | TNS [ps] | hold slack, ps |
|---|---|---|---|---|---|
| final | 33.1 | 365 | 2.64 | 0 | 575 |
| after global routing | -0.0535 | 365 | 2.76 | -0.0535 | 625 |
| after CTS | 2.68 | 364 | 2.65 | 0 | 594 |
| after detailed placement | -204 | 327 | 1.88 | -328 | 578 |
| after global placement | -212 | 327 | 1.88 | -327 | 565 |
| after floorplan | 171 | 194 | 1.54 | 0 | 467 |
what timing repair did:
| action | 4_1_cts | 5_1_grt |
|---|---|---|
| setup buffers | 30 | 2 |
| gates cloned | 0 | 0 |
| endpoints found under the setup margin | 33 | 19 |
| pin swaps | 0 | 2 |
| gates resized | 22 | 18 |
sequential cells by signal (all words and copies together) (netlist names):
register,count
reg3.Q,4
reg2.Q,4
reg7.Q,4
reg5.Q,4
reg6.Q,4
reg8.Q,4
reg4.Q,4
reg5.MODO_TEMP,2
reg1.Q,4
cell type report:
cell class / count / share of cell area
clock buffer: 6 / 0.0232
sequential: 34 / 0.316
tap: 80 / 0.0319
inverter: 3 / 0.00359
clock inverter: 1 / 0.00160
multi-input combinational: 129 / 0.281
timing repair buffer: 112 / 0.342
Power figures rest on the tool's default switching activity, not on a simulated workload.
